**design/flow/config.mk**
```make
export PLATFORM = sky130hd
export DESIGN_NAME = UART
export DESIGN_NICKNAME = UART
export VERILOG_FILES = /design/flow/design.v
export SDC_FILE = /design/flow/constraint.sdc
export NUM_CORES = 4
export LEC_CHECK = 1
export CORE_UTILIZATION = 50
```
**design/flow/constraint.sdc**
```tcl
current_design UART

set clk_period 3.1
set clk_io_pct 0.2

create_clock -name clk0 -period $clk_period [get_ports {clk}]

set non_clock_inputs [all_inputs -no_clocks]
set_input_delay [expr $clk_period * $clk_io_pct] -clock clk0 $non_clock_inputs
set_output_delay [expr $clk_period * $clk_io_pct] -clock clk0 [all_outputs]
```
**design/flow/design.v**
```verilog
module TX_MUX (select, data_bit, parity_bit, tx_out);
    input [1:0] select;
    input data_bit;       
    input parity_bit;     
    output reg tx_out;
    always @ (select, data_bit, parity_bit) begin
        case (select)
            2'b00: tx_out = 1'b0;            
            2'b01: tx_out = data_bit;        
            2'b10: tx_out = parity_bit;      
            2'b11: tx_out = 1'b1;            
        endcase
    end
endmodule
module TX_PARITY(clk, rst, parity_load, parity_data_in, parity_out);
    input clk;
    input rst;
    input [7:0] parity_data_in;
    input parity_load;
    output reg parity_out;
    always @ (posedge clk, posedge rst) begin
        if (rst)
            parity_out <= 0;
        else begin
            if (parity_load)
                parity_out <= ^(parity_data_in);
            else
                parity_out <= parity_out;
        end
    end
endmodule
module TX_PISO (clk, rst, load, shift, piso_in, piso_out);
    input clk;
    input rst;
    input load;
    input shift;
    input [7:0] piso_in;
    output piso_out;
    reg [7:0] temp;
    assign piso_out = temp[0];
    always @ (posedge clk, posedge rst) begin
        if (rst)
            temp <= 0;
        else begin
            if (load)
                temp <= piso_in;
            else begin
                if (shift)
                    temp <= {1'b0, temp[7:1]};
                else
                    temp <= temp;
            end
        end
    end
endmodule
module TX_FSM(clk,rst,TX_start,select,load,shift,parity_load,TX_busy);
    input clk;
    input rst;
    input TX_start;
    output reg [1:0] select;   
    output reg load;           
    output reg shift;
    output reg parity_load;    
    output reg TX_busy;
    reg [2:0] count;
    reg count_en;
    wire data_done;  
    parameter IDLE=3'b000,
              START=3'b001,
              DATA=3'b010,
              PARITY=3'b011,
              STOP=3'b100;
    reg [2:0] present_state, next_state;
    assign data_done = (count == 7);
    always @ (posedge clk, posedge rst) begin
        if (rst)
            count <= 0;
        else begin
            if (count_en)
                count <= count + 1;  
            else
                count <= 0;
        end
    end
    always @ (posedge clk, posedge rst) begin
        if (rst)
            present_state <= IDLE;
        else
            present_state <= next_state;
    end
    always @ (*) begin
        case (present_state)
            IDLE:   if (TX_start) next_state = START;
                    else next_state = IDLE;
            START:  next_state = DATA;  
            DATA:   if (data_done) next_state = PARITY;  
                    else next_state = DATA;
            PARITY: next_state = STOP;  
            STOP:   if (TX_start) next_state = START;
                    else next_state = IDLE;
            default: next_state = IDLE;
        endcase
    end
    always @ (*) begin
        case (present_state)
            IDLE: begin
                select      = 2'b11;  
                load        = 1'b0;
                shift       = 1'b0;
                parity_load = 1'b0;
                TX_busy     = 1'b0;
                count_en    = 1'b0;
            end
            START: begin
                select      = 2'b00;  
                load        = 1'b1;   
                shift       = 1'b0;
                parity_load = 1'b1;   
                TX_busy     = 1'b1;
                count_en    = 1'b0;
            end
            DATA: begin
                select      = 2'b01;  
                load        = 1'b0;
                shift       = 1'b1;
                parity_load = 1'b0;
                TX_busy     = 1'b1;
                count_en    = 1'b1;
            end
            PARITY: begin
                select      = 2'b10;  
                load        = 1'b0;
                shift       = 1'b0;
                parity_load = 1'b0;
                TX_busy     = 1'b1;
                count_en    = 1'b0;
            end
            STOP: begin
                select      = 2'b11;  
                load        = 1'b0;
                shift       = 1'b0;
                parity_load = 1'b0;
                TX_busy     = 1'b1;   
                count_en    = 1'b0;
            end
        endcase
    end
endmodule
module UART_TX (clk, rst, TX_start, TX_data_in, TX_data_out, TX_busy);
    input clk;
    input rst;
    input TX_start;
    input [7:0] TX_data_in;
    output TX_data_out;
    output TX_busy;
    wire parity_out;
    wire piso_op;
    wire [1:0] mux_sel;
    wire piso_load;
    wire piso_shift;
    wire parity_load;
    TX_MUX inst_mux (
        .select(mux_sel),
        .data_bit(piso_op),
        .parity_bit(parity_out),
        .tx_out(TX_data_out)
    );
    TX_PARITY inst_parity (
        .clk(clk),
        .rst(rst),
        .parity_load(parity_load),
        .parity_data_in(TX_data_in),
        .parity_out(parity_out)
    );
    TX_PISO inst_PISO (
        .clk(clk),
        .rst(rst),
        .load(piso_load),
        .shift(piso_shift),
        .piso_in(TX_data_in),
        .piso_out(piso_op)
    );
    TX_FSM int_FSM (
        .clk(clk),
        .rst(rst),
        .TX_start(TX_start),
        .select(mux_sel),
        .load(piso_load),
        .shift(piso_shift),
        .parity_load(parity_load),
        .TX_busy(TX_busy)
    );
endmodule
module detect_start(rx_in, start_bit_detected);
    input rx_in;
    output start_bit_detected;
    assign start_bit_detected = !(rx_in);   
endmodule
module SIPO (clk, rst, rx_in, sample_done, run_shift, data_out);
    input clk;
    input rst;
    input rx_in;
    input sample_done;
    input run_shift;               
    output [9:0] data_out;         
    reg [9:0] temp;
    always @(posedge clk, posedge rst)
    begin
        if (rst)
            temp <= 0;
        else begin
            if (run_shift) begin
                if (sample_done)
                    temp <= {rx_in, temp[9:1]};
                else
                    temp <= temp;
            end
            else
                temp <= temp;
        end
    end
    assign data_out = temp;
endmodule
module parity_checker(parity_in, data_in, parity_load, parity_error, data_out);
    input parity_in;
    input [7:0] data_in;
    input parity_load;            
    output parity_error;
    output [7:0] data_out;
    assign parity_error = parity_load && (parity_in != (^data_in));
    assign data_out = parity_error ? 0 : data_in;
endmodule
module stop_bit_checker(stop_bit_in, data_in, chk_stop, stop_bit_error, data_out);
    input stop_bit_in;
    input [7:0] data_in;
    input chk_stop;                   
    output stop_bit_error;
    output [7:0] data_out;
    assign stop_bit_error = chk_stop && (!stop_bit_in);
    assign data_out = stop_bit_error ? 0 : data_in;
endmodule
module RX_FSM ( clk,rst,start_bit_detected,run_shift,
                parity_load,parity_error,chk_stop,sample_done);
input clk;
input rst;
input start_bit_detected;
input parity_error;
output reg run_shift;
output reg parity_load;
output reg chk_stop;
output sample_done;
reg [3:0] bcount;  
reg [3:0] count;  
wire data_done;
reg count_en;  
parameter IDLE =2'b00,
          DATA=2'b01,
          PARITY=2'b10,
          STOP=2'b11;
reg [1:0] present_state,next_state;
always @ (posedge clk, posedge rst) begin
    if (rst) bcount<=0;
    else begin
        if(present_state!=IDLE) bcount<=bcount+1;
        else bcount<=0;
    end
end
assign sample_done=(bcount==7);  
always @ (posedge clk,posedge rst)
begin
    if(rst) count<=0;
    else begin
        if(count_en) begin
            if(sample_done) count<=count+1;
            else count<=count;
        end
        else count<=0;
    end
end
assign data_done=(count==11);  
always @ (posedge clk,posedge rst) begin
    if(rst) present_state<=IDLE;
    else present_state<=next_state;
end
always @ (*) begin
    case(present_state)
        IDLE: if(start_bit_detected) next_state=DATA;
              else next_state=IDLE;
        DATA: if(data_done) next_state=PARITY;
              else next_state=DATA;
        PARITY: if (parity_error) next_state=IDLE;
                else next_state=STOP;
        STOP: next_state=IDLE;
    endcase
end
always @ (present_state) begin
    case(present_state)
        IDLE: begin
            count_en=0;
            run_shift=0;
            parity_load=0;
            chk_stop=0;
        end
        DATA: begin
            count_en=1;
            run_shift=1;
            parity_load=0;
            chk_stop=0;
        end
        PARITY: begin
            count_en=0;
            run_shift=0;
            parity_load=1;
            chk_stop=0;
        end
        STOP: begin
            count_en=0;
            run_shift=0;
            parity_load=0;
            chk_stop=1;
        end
    endcase
end
endmodule
module RECEIVER(clk,rst,rx_data_in,rx_data_out,parity_error,stop_error,rx_done);
input clk;
input rst;
input rx_data_in;
output [7:0] rx_data_out;
output parity_error;
output stop_error;
output rx_done;
wire start_bit_detected;
wire [9:0] sipo_out;
wire parity_load;
wire [7:0] parity_out;
wire sample_done;
wire run_shift;
wire chk_stop;
wire stop_bit_error;
assign rx_done=chk_stop;  
detect_start dut_start(.rx_in(rx_data_in),
                       .start_bit_detected(start_bit_detected)
                       );
SIPO dut_sipo(.clk(clk),
              .rst(rst),
              .rx_in(rx_data_in),
              .sample_done(sample_done),
              .run_shift(run_shift),
              .data_out(sipo_out)
              );
parity_checker dut_parity(.parity_in(sipo_out[8]),
                          .data_in(sipo_out[7:0]),
                          .parity_load(parity_load),
                          .parity_error(parity_error),
                          .data_out(parity_out)
                          );
stop_bit_checker dut_stop(.stop_bit_in(sipo_out[9]),
                          .data_in(parity_out),
                          .chk_stop(chk_stop),
                          .stop_bit_error(stop_error),
                          .data_out(rx_data_out)
                          );
RX_FSM dut_fsm (.clk(clk),
                .rst(rst),
                .start_bit_detected(start_bit_detected),
                .run_shift(run_shift),
                .parity_load(parity_load),
                .parity_error(parity_error),
                .chk_stop(chk_stop),
                .sample_done(sample_done)
                );
endmodule
module BRG (clk_in,rst,clk_rx,clk_tx);
parameter n=50;
input clk_in;
input rst;
output reg clk_rx;
output reg clk_tx;
reg [11:0] count;
reg [4:0] count1;
always @ (posedge clk_in,posedge rst) begin
    if(rst) begin
        count<=0;
    end
    else begin
        count<=count+1;
        if (count==n-1) begin
            count<=0;
        end
    end
end
always @ (count)
begin
    if(count==0) clk_rx=1;
    else if (count==(n>>1)) clk_rx=0;
    else clk_rx=clk_rx;
end
always @ (posedge clk_rx, posedge rst) begin
    if(rst) begin
        count1=0;
    end
    else begin
        count1<=count1+1;
        if (count1==15) begin
            count1<=0;
        end
    end
end
always @ (count1)
begin
    if(count1==0) clk_tx=1;
    else if (count1==8) clk_tx=0;
    else clk_tx=clk_tx;
end
endmodule
module UART (clk, rst, TX_start, DATA_in, TX_busy, DATA_out, parity_error, stop_error, op_valid);
    input clk;
    input rst;
    input TX_start;
    input [7:0] DATA_in;
    output TX_busy;
    output [7:0] DATA_out;
    output parity_error;
    output stop_error;
    output op_valid;
    wire tx_data_out;
    wire clk1;
    wire clk2;
    BRG dut_BRG (
        .clk_in(clk),
        .rst(rst),
        .clk_rx(clk1),
        .clk_tx(clk2)
    );
    RECEIVER dut_RX (
        .clk(clk1),
        .rst(rst),
        .rx_data_in(tx_data_out),
        .rx_data_out(DATA_out),
        .parity_error(parity_error),
        .stop_error(stop_error),
        .rx_done(op_valid)
    );
    UART_TX dut_TX (
        .clk(clk2),
        .rst(rst),
        .TX_start(TX_start),
        .TX_data_in(DATA_in),
        .TX_data_out(tx_data_out),
        .TX_busy(TX_busy)
    );
endmodule
```
**design/flow/run.sh**
```bash
#!/bin/bash
# OpenROAD 26Q1-2900-gdf79404cd8, Yosys 0.63+post, stock flow scripts
make -C /OpenROAD-flow-scripts/flow DESIGN_CONFIG=/design/flow/config.mk WORK_HOME=/design/flow/orfs finish
```
==> summary.txt <==
Observations from the implementation run.

Outcome:
- The flow ran to the end, and the final reports show no timing, DRC or antenna violations.

Drt:
- The run gives the via density per instance as 4.91.
- The run gives the overall via count from detail_route as 1655.
- The run gives the length of the first detailed-routing pass in iterations as 2.
- The first routing iteration left 46 violations.
- Wires add up to ~3900 um.
- The run puts the remaining design rule violation count at 0.
- The run puts the antenna cell count at 0.
- The run puts the count of antenna-violating nets left after detailed routing at 0.
- The run gives the wire length per cell after detailed routing as 11.5 um.

Power and ir drop:
- The run puts the internal portion of total power at 291 uW.
- The run gives the peak supply drop as between 0.0002 and 0.0003 V.
- The run puts the switching power at around 80 uW.
- The run puts the power per standard cell area at between 100 and 150 nW/um^2.
- Per report_power, the combinational group accounts for 12.1% of the total.
- The run gives the leakage power of the design as 0.00145 uW.
- The run gives the clock network fraction of design power as 46.0%.
- The run gives the sequential cell fraction of total power as 42.0%.
- The run puts the switching portion of total power at about 22%.
- The run gives the sum of internal, switching and leakage power as 373 uW.

Final timing:
- The run puts the final setup skew at 1.86 ps.
- The run gives the sum of negative setup slack as 0 ps.
- Counting endpoints that fail hold in the final report gives 0.
- The final report lists the setup-violating endpoint count as 0.
- The run gives the count of endpoints without a timing constraint as around 61.
- Setup repair after global routing left no endpoint under its margin.
- The run gives the shortest clock period the worst path allows after layout as approximately 1600 ps.
- The run puts the pin slew with the least headroom to its limit at 742 ps.
- In the finished design, the share of the clock period the worst path needs comes to just over 50%.
- The run gives the maximum achievable frequency as 636 MHz.
- The run puts the final tally of max-slew violations at 0.
- The slew check shows that the tightest pin keeps a relative margin of 50.5%.
- The timer found 49 register pins that no clock reaches; their paths are not timed.

Synthesis:
- The run gives the number of warnings issued by yosys as 7.
- The run gives the count of unique library cells instantiated by Yosys as 39.
- sky130_fd_sc_hd__dfrtp_1 takes more of the synthesized area than any other cell.
- The run puts the count of library flops with an enable pin at 0.
- The run gives the area share of the largest cell type after synthesis as 49.4%.
- The run gives the proportion of register bits with asynchronous set or reset after synthesis as 88.5%.
- Counting instances in the post-synthesis netlist gives the leading cell types as sky130_fd_sc_hd__dfrtp_1, sky130_fd_sc_hd__nor2_1, sky130_fd_sc_hd__nand2_1, sky130_fd_sc_hd__xnor2_1, sky130_fd_sc_hd__inv_1.
- The run gives the dominant synthesized flop cell as sky130_fd_sc_hd__dfrtp_1.
- The run gives the total cells reported by yosys after synthesis as 245.
- The run gives the flop and latch count out of synthesis as 61.
- The chip area line in the Yosys stat output reads 2690 sq um.
- By area the synthesized netlist is led by sky130_fd_sc_hd__dfrtp_1, sky130_fd_sc_hd__xnor2_1, sky130_fd_sc_hd__nor2_1, sky130_fd_sc_hd__ha_1, sky130_fd_sc_hd__mux2_2.
- The run gives the synthesized area per cell as 11.0 sq um.
- In this run the cell area of the synthesized design comes to 2690 sq um.
- For this run the top cell type by instance count after synthesis was sky130_fd_sc_hd__dfrtp_1.
- The run puts the number of cells produced by synthesis at approximately 250.

Setup path:
- The run puts the worst-path maximum fanout at 5.
- The run gives the worst path arrival time as 1680 ps.
- STA classifies the critical path startpoint as a flop.
- The critical path is of the flop to flop type.
- The run puts the data required time of the worst path at ~3200 ps.
- The worst setup path is captured at a flop.

Placement:
- The run gives the detailed placement HPWL as 2950 um.
- The run gives the count of input and output buffers as 22.
- The run puts the placer congestion estimate at 0.811.

GRT:
- The run puts the met1 track utilization from global routing at around 28%.
- The run puts the routing usage on met3 at 0.814%.
- The run gives the overall overflow remaining after global route as 0.
- The run gives the largest net degree at the start of global routing as 33.
- The via count of the first global-routing pass is 1643.
- The run puts the global-route usage over all layers at between 10% and 20%.
- Global routing put the most usage on met1.
- The run puts the routing usage on met2 at 26.1%.
- The run puts the first-pass GRT wire length at 7030 um.
- The run gives the number of antenna violations at the first check in global routing as 0.

Floorplanning:
- The run gives the placeable core area as 5140 sq um.
- The run puts the die span in y at 75.3 um.
- In this run the core area contains 26 standard-cell rows.
- The chip occupies 5670 sq um.
- Before placement the cells fill 52.2% of the core.
- For this design the top-level I/O count stands at 23.
- In this run the horizontal extent of the chip is 75.3 um.

Clock tree:
- The run puts the total CTS buffers at 3.
- Clock latency on the worst-skew pair, taken at its later pin, is 240 ps.
- The run gives the CTS H-tree depth as 1.
- The post-CTS hold buffer count recorded in the log is 0.
- The run gives the register clock-pin slew on the reported worst setup and hold paths as 50 ps.
- The run puts the number of buffers inserted to repair setup after CTS at 0.
- Once the clock tree was built, the resizer swapped 0 gates to a different size.
- The run gives the maximum root-to-sink buffer count as 2.
- TritonCTS built the clock tree.
- The cell sitting at the root of the clock tree is a sky130_fd_sc_hd__clkbuf_8.

Flow run:
- The run puts the stage-log warning count at 29.
- The run puts the number of max-capacitance violations reported at 0.

Final layout:
- Compared with the post-synthesis result, the final layout area differs by 13.2%.
- The run puts the layout cell share with drive strength beyond 1 at a little over 8%.
- In the final layout, the fill cell count is 476.

Hold path:
- The min-delay analysis places its worst path in the category flop to flop.
-- final timing paths --
check	from	endpoint	slack (ps)	cells after the start
min reg2reg	dut_BRG.count[11]	dut_BRG.count[11]	470	1
max reg2reg	dut_BRG.count[2]	dut_BRG.count[2]	1530	4
max in group asynchronous	rst	dut_BRG.count[3]	1910	2
max	dut_BRG.count[2]	dut_BRG.count[2]	1530	4
min	dut_BRG.count[11]	dut_BRG.count[11]	470	1
min in group asynchronous	rst	dut_BRG.count[9]	780	2
-- sequential cells by signal, summed over array words and instances, names as in the netlist --
register	count
dut_BRG.clk_rx	1
dut_BRG.clk_tx	1
dut_BRG.count	12
dut_BRG.count1	5
dut_RX.dut_fsm.bcount	4
dut_RX.dut_fsm.count	4
dut_RX.dut_fsm.present_state	2
dut_RX.dut_sipo.temp	10
dut_TX.inst_PISO.temp	8
dut_TX.inst_parity.parity_out	1
dut_TX.int_FSM.TX_busy	1
dut_TX.int_FSM.count	3
dut_TX.int_FSM.count_en	1
dut_TX.int_FSM.parity_load	1
dut_TX.int_FSM.present_state	5
dut_TX.int_FSM.select	2
-- cells by family after synthesis --
| group | synth area share (%) |
|---|---|
| flip-flops | 50.4 |
| XOR/XNOR | 10.5 |
| adder cells (fa/ha/maj) | 4.19 |
| AND-OR/OR-AND | 4.71 |
| latches | 3.91 |
| multiplexers | 8.02 |
| buffers and inverters | 2.42 |
| AND/OR/NAND/NOR | 15.8 |
-- final cells by class --
class	count	area [sq um]	share of cell area [%]
Clock buffer	4	55.1	1.81
Inverter	11	41.3	1.36
Multi-Input combinational cell	167	1160	38.2
Sequential cell	61	1460	48.0
Tap cell	70	87.6	2.88
Timing Repair Buffer	24	235	7.74
-- layer usage --
layer | vias to the layer above | wire length (um)
li1 | 853 | -
met1 | 787 | 2100
met2 | 11 | 1720
met3 | 4 | 41
met4 | 0 | 29
met5 | - | 0
-- cell usage in the layout, fill, tap and decap left out, types with 7 or more instances in the layout --
cell type | Yosys | final
sky130_fd_sc_hd__mux2i_1 | 8 | 8
sky130_fd_sc_hd__xor2_1 | 10 | 10
sky130_fd_sc_hd__dfrtp_1 | 53 | 53
sky130_fd_sc_hd__nor2_1 | 34 | 34
sky130_fd_sc_hd__mux2_2 | 10 | 10
sky130_fd_sc_hd__xnor2_1 | 17 | 17
sky130_fd_sc_hd__dlxtn_1 | 7 | 7
sky130_fd_sc_hd__o21ai_0 | 8 | 8
sky130_fd_sc_hd__nand2_1 | 21 | 21
sky130_fd_sc_hd__clkdlybuf4s50_1 | 0 | 22
sky130_fd_sc_hd__nand3_1 | 8 | 8
sky130_fd_sc_hd__inv_1 | 11 | 10
sky130_fd_sc_hd__ha_1 | 9 | 9
-- power groups by stage --
stage / sequential (uW) / clock [uW] / combinational, uW
6_report: 156 / 171 / 45.1
4_1_cts: 156 / 174 / 47.1
5_1_grt: 156 / 181 / 51.6
-- critical path, stage by stage (launching register included) --
cell and delay [ps]:
sky130_fd_sc_hd__dfrtp_1 430, sky130_fd_sc_hd__nor4_1 300, sky130_fd_sc_hd__nand2_1 140, sky130_fd_sc_hd__nor4b_2 470, sky130_fd_sc_hd__nor2_1 100
-- per-stage QoR --
step	worst slack, ps	cell area, sq um	utilization (%)	hold slack (ps)	instances
finish	1530	3040	59.1	468	337
global route	1340	3040	59.1	522	337
CTS	1530	3040	59.1	471	337
detailed placement	1550	2980	58.1	462	333
global placement	1570	2980	58.1	464	333
floorplan	1170	2690	-	443	245
Power and IR drop assume default switching activity.
